[/design/flow/config.mk]
export PLATFORM = sky130hd
export DESIGN_NAME = RISCV_single_clock_top
export DESIGN_NICKNAME = RISCV_single_clock_top
export VERILOG_FILES = /design/flow/design.v
export SDC_FILE = /design/flow/constraint.sdc
export NUM_CORES = 4
export LEC_CHECK = 1
export CORE_UTILIZATION = 40
[/design/flow/constraint.sdc]
current_design RISCV_single_clock_top

set clk_period 10.8
set clk_io_pct 0.2

create_clock -name clk0 -period $clk_period [get_ports {clk}]

set non_clock_inputs [all_inputs -no_clocks]
set_input_delay [expr $clk_period * $clk_io_pct] -clock clk0 $non_clock_inputs
set_output_delay [expr $clk_period * $clk_io_pct] -clock clk0 [all_outputs]
[/design/flow/design.v]
module alu
#(
    parameter ADD_ALU = 4'b0000,
    parameter SUB_ALU = 4'b0001,
    parameter XOR_ALU = 4'b0010,
    parameter OR_ALU  = 4'b0011,
    parameter AND_ALU = 4'b0100,
    parameter SLL_ALU = 4'b0101,
    parameter SRL_ALU = 4'b0110,     
    parameter SRA_ALU = 4'b0111,     
    parameter SLT_ALU = 4'b1000,     
    parameter SLTU_ALU = 4'b1001     
)(
    input [3:0] ALUControl,
    input [31:0] SrcA,
    input [31:0] SrcB,
    output reg [31:0] ALUResult
);
always @(ALUControl, SrcA, SrcB) begin
    case(ALUControl)
        ADD_ALU: ALUResult = SrcA + SrcB;
        SUB_ALU: ALUResult = SrcA - SrcB;
        XOR_ALU: ALUResult = SrcA ^ SrcB;
        OR_ALU:  ALUResult = SrcA | SrcB;
        AND_ALU: ALUResult = SrcA & SrcB;
        SLL_ALU: ALUResult = SrcA << SrcB[4:0];
        SRL_ALU: ALUResult = SrcA >> SrcB[4:0];
        SRA_ALU: ALUResult = $signed(SrcA) >>> SrcB[4:0];
        SLT_ALU: ALUResult = ($signed(SrcA) < $signed(SrcB)) ? 1 : 0;
        SLTU_ALU: ALUResult = (SrcA < SrcB) ? 1 : 0;
    endcase
end
endmodule
module PC_PCplus4(
    input clk,
    input rst_n,
    output [31:0] pc_out
);
wire [31:0] pc_current;
wire [31:0] pc_next;
assign pc_out = pc_current;
PC dut2(
    .clk(clk),
    .rst_n(rst_n),
    .pc_in(pc_next),
    .pc_out(pc_current)
);
PCplus4 dut1(
    .pc(pc_current),
    .pc_plus4(pc_next)
);
endmodule
module PC(
    input clk,
    input rst_n,
    input [31:0] pc_in,
    output reg [31:0] pc_out
);
always @(posedge clk or negedge rst_n)begin
  if(~rst_n) begin
    pc_out <= 32'b0;
  end
  else begin
    pc_out <= pc_in;
  end
end
endmodule
module PCplus4(
    input [31:0] pc,
    output [31:0] pc_plus4
);
assign pc_plus4 = pc + 32'd4;
endmodule
module RISCV_single_clock_top(
    input clk,
    input rst_n,
    output [31:0] ALUResult  
);
wire [31:0] pc_address;
PC_PCplus4 PC_PCplus4_inst(
  .clk(clk),
  .rst_n(rst_n),
  .pc_out(pc_address)
);
wire [31:0] instruction_out;
instruction_memory instruction_memory_inst(
  .address(pc_address),
  .instruction(instruction_out)
);
wire [6:0] op_code;
assign op_code = instruction_out[6:0];
wire [2:0] funct3;
wire [6:0] funct7;
assign funct3 = instruction_out[14:12];
assign funct7 = instruction_out[31:25];
wire [4:0] addr1, addr2, addr_target;
assign addr1 = instruction_out[19:15];
assign addr2 = instruction_out[24:20];
assign addr_target = instruction_out[11:7];
wire [31:0] reg_data1, reg_data2;
wire reg_write_en;
register_file register_file_inst(
  .clk(clk),
  .WE3(reg_write_en),
  .WD3(ALUResult),
  .A1(addr1),
  .A2(addr2),
  .A3(addr_target),
  .RD1(reg_data1),
  .RD2(reg_data2)
);
wire [3:0] ALUControl;
control_unit control_unit_inst(
  .op(op_code),
  .RegWrite_en(reg_write_en),
  .ALUControl(ALUControl),
  .funct3(funct3),
  .funct7(funct7)
);
alu alu_inst(
  .ALUControl(ALUControl),
  .SrcA(reg_data1),
  .SrcB(reg_data2),
  .ALUResult(ALUResult)
);
endmodule
module ALUdecoder
#(
    parameter ADD_ALU = 4'b0000,
    parameter SUB_ALU = 4'b0001,
    parameter XOR_ALU = 4'b0010,
    parameter OR_ALU  = 4'b0011,
    parameter AND_ALU = 4'b0100,
    parameter SLL_ALU = 4'b0101,
    parameter SRL_ALU = 4'b0110,     
    parameter SRA_ALU = 4'b0111,     
    parameter SLT_ALU = 4'b1000,     
    parameter SLTU_ALU = 4'b1001     
)(
    input [6:0] op,
    input [2:0] funct3,
    input [6:0] funct7,
    input [1:0] ALUop,
    output reg [3:0] ALUControl
);
always @(funct3, funct7, ALUop) begin
    if(ALUop == 2'b10) begin
        case (funct3)
            3'b000: begin
                if(funct7 == 7'b0000000)begin
                    ALUControl = ADD_ALU;  
                end
                else if(funct7 == 7'b0100000) begin
                  ALUControl = SUB_ALU;   
                end
                else ALUControl = ADD_ALU;  
            end
            3'b100: begin  
                ALUControl = XOR_ALU;
            end
            3'b110: begin  
                ALUControl = OR_ALU;
            end
            3'b111: begin  
                ALUControl = AND_ALU;
            end
            3'b001: begin  
                ALUControl = SLL_ALU;
            end
            3'b101: begin  
                if(funct7 == 7'b0000000) begin
                    ALUControl = SRL_ALU;
                end
                else if(funct7 == 7'b0100000) begin
                  ALUControl = SRA_ALU;
                end
                else ALUControl = SRL_ALU;
            end
            3'b010: begin  
                ALUControl = SLT_ALU;
            end
            3'b011: begin  
                ALUControl = SLTU_ALU;
            end
            default: ALUControl = ADD_ALU;
        endcase
    end
end
endmodule
module control_unit(
    input [6:0] op,
    output RegWrite_en,
    output [3:0] ALUControl,
    input [2:0] funct3,
    input [6:0] funct7
);
wire [1:0] ALUop;
main_decoder mainDecoder(
    .op(op),
    .RegWrite_en(RegWrite_en),
    .ALUop(ALUop)
);
ALUdecoder ALUdecoder_inst(
    .op(op),
    .funct3(funct3),
    .funct7(funct7),
    .ALUop(ALUop),
    .ALUControl(ALUControl)
);
endmodule
module main_decoder(
    input [6:0] op,
    output reg [1:0] ALUop,
    output reg RegWrite_en
);
always @(op) begin
    case (op)
        7'b0110011: begin  
            ALUop = 2'b10;
            RegWrite_en = 1;
        end
        7'b0010011: begin  
            ALUop = 2'b10;
            RegWrite_en = 1;
        end
        7'b0100011: begin  
            ALUop = 2'b00;
            RegWrite_en = 0;
        end
        7'b0000011: begin  
            ALUop = 2'b00;
            RegWrite_en = 1;
        end
        7'b1100011: begin  
            ALUop = 2'b01;
            RegWrite_en = 0;
        end
        7'b1101111: begin  
            ALUop = 2'b00;
            RegWrite_en = 1;
        end
    endcase
end
endmodule
module instruction_memory(
    input   [31:0]  address,
    output  reg [31:0]  instruction);
reg [31:0] memory[63:0];  
initial begin
    memory[0] = 32'b0000000_00010_00001_000_00011_0110011;   
    memory[1] = 32'b0100000_00010_00001_000_00011_0110011;   
    memory[2] = 32'b0000000_00101_00100_111_00110_0110011;   
    memory[3] = 32'b0000000_00101_00100_110_00110_0110011;   
    memory[4] = 32'b0000000_00101_00100_100_00110_0110011;   
    memory[5] = 32'b0000000_00010_00001_001_00011_0110011;   
    memory[6] = 32'b0000000_00010_00001_101_00011_0110011;   
    memory[7] = 32'b0100000_00010_00001_101_00011_0110011;   
    memory[8] = 32'b0000000_00010_00001_011_00011_0110011;   
    memory[9] = 32'b0000000_00010_00001_010_00011_0110011;   
end
always @(address, instruction) begin
	instruction = memory[address[31:2]];  
end
endmodule
module register_file(
    input clk,
    input WE3,         
    input [31:0] WD3,  
    input [4:0] A1, A2,  
    input [4:0] A3,    
    output [31:0] RD1, RD2  
);
reg [31:0] register [31:0];  
initial begin
  register[1] = 32'd7;
  register[2] = 32'd8;  
  register[4] = 32'b1101;  
  register[5] = 32'b0110;  
end
always @(posedge clk)begin
  if(WE3) begin
    register[A3] <= WD3;
  end
end
assign RD1 = (A1==0)? 0: register[A1];  
assign RD2 = (A2==0)? 0: register[A2];
endmodule
[/design/flow/run.sh]
#!/bin/bash
# OpenROAD 26Q1-2900-gdf79404cd8, Yosys 0.63+post, stock flow scripts
make -C /OpenROAD-flow-scripts/flow DESIGN_CONFIG=/design/flow/config.mk WORK_HOME=/design/flow/orfs finish
==> results.txt <==
fresh numbers from the pnr run: Tot GR Track Use=between 20% and 30%, number of flops mapped to enable cells by yosys=32, width of the chip=between 100 and 150 microns, GR Overflow Total=0, number of filler instances in the final layout=around 1,200, buffer cell driving the clock tree root=clkbuf_16, number of antenna violations at the first check in global routing=0, Synth Register Bits=about 70, number of warnings the tools reported=between 40 and 50, simple logic cell fraction of the synthesized area=a little under a quarter, total via count after detailed routing=~5,400, Worst setup EP type=output port, Ports=34, crit path DAT=8.06 ns, vertical die dimension=between 100 and 150 microns, via count of the first global-routing pass=around 4,900, accumulated negative setup slack=0 ns, core box area=between 10,000 and 15,000 sq um, maxcap violations=0, maximum number of pins on one net before global-route repair=between 50 and 60, count of final max-slew check failures=0, power density cells=between 50 and 60 nW/um^2, first-pass GRT wire length=about 29,000 microns, crit-path max FO=about 41, fraction of layout cells with a size suffix above 1=6.40%, Core Rows=roughly 41, combinational gate area=3500 sq um, Total Power=around 300 uW, mux frac, synth=under 10%, highest-count logic cell in the final layout=nand2_1, WS Path Type=flop to output port, count of cells along the worst hold path=1, final critical-path setup slack=~0.58 ns, cells in synth_stat.txt=656, clk buf depth=2, count of cells resized by post-cts repair=0, setup repair after global routing missed its margin=false, Setup Buffers After CTS=0, async set-or-reset flop fraction in the synthesized netlist=between 5 and 6%, main logic family after synthesis=AND-OR/OR-AND gates, initial drt markers=roughly 780, tally of yosys warning messages=6, leakage power of the design=2.34 nW, number of unconstrained endpoints=32, synthesized chip area reported by yosys=5230 sq um, hold buffers post-CTS=0, slew of the pin with the lowest slew margin=a little under 1 ns, Tmin final=~10 ns, number of setup violations in the final report=0, share of synthesized cell area in and-or and or-and compound cells=between 20% and 30%, level count of the clock H-tree=2, clk_skew=0.00468 ns, antenna diode instance count=0, number of endpoints with negative hold slack in the final report=0, area grow syn2layout=13.5%, worst vdd ir=slightly below 0.00004 V, element type at the critical path start=flop, via count normalized by instance count=6.27, Required @ worst endpoint=roughly 8.6 ns, die area=13,500 sq um, average wire per standard cell=between 20 and 25 microns, final weighted congestion in routability-driven placement=approximately 1.0, register pins left without a clock=32, detailed placement HPWL=13,400 microns, upper clock frequency limit=around 0.098 GHz, wirelength, routed=18,800 microns, Skew-Pair Late Insertion Delay=between 0.2 and 0.3 ns, Top cells excl fill/tap=nand2_1, a21oi_1, nor2_1, worst slew margin relative to its limit=a little over a third, run status=completed, register area=about 1500 sq um, Avg Inst Size Synth=approximately 8.0 sq um, post-synthesis cell type count=roughly 80, initial standard-cell utilization of the core=between 40% and 50%, total of buffers placed on input and output ports=33, number of clock buffers inserted by TritonCTS=5, DRT Pass-1 Iters=6, top_reg_cell synth=edfxtp_1, Post-Synthesis Cell Area=around 5200 sq um, depth of the worst register-to-register path=19, TritonCTS clock tree=built, clock-pin slew of the registers on the worst-case setup and hold paths=0.05 ns, xor-xnor portion of the synthesized cell area=~3.8%, worst hold path class=flop to flop, total DRC errors in the routed layout=0, number of antenna-violating nets in the routed design=0, yosys adder share=6.03%, worst slack, placed=around 1 ns, Gate Count Post-Synth=roughly 660, final critical-path share of the clock period=between 90 and 100%
## cell usage after synthesis (20+ instances only)
cell / n / share of area (%)
ha_1: 22 / 5.3
nand2_1: 59 / 4.2
nand3_1: 20 / 1.9
nand4_1: 20 / 2.4
nor2_1: 36 / 2.6
nor3_1: 30 / 2.9
o211ai_1: 23 / 3.3
edfxtp_1: 32 / 18
clkbuf_1: 50 / 3.6
a21oi_1: 41 / 3.9
dlxtn_1: 32 / 9.2
inv_1: 27 / 1.9
o21ai_0: 34 / 3.3
## final timing paths
check	from	to	slack, ns
min in group asynchronous	rst_n	PC_PCplus4_inst.dut2.pc_out[4]	2.07
hold reg to reg	PC_PCplus4_inst.dut2.pc_out[4]	PC_PCplus4_inst.dut2.pc_out[4]	0.81
hold / removal	PC_PCplus4_inst.dut2.pc_out[4]	PC_PCplus4_inst.dut2.pc_out[4]	0.81
setup / recovery	PC_PCplus4_inst.dut2.pc_out[3]	ALUResult[18]	0.58
setup reg to reg	PC_PCplus4_inst.dut2.pc_out[3]	register_file_inst.register[2][18]	3.34
max in group asynchronous	rst_n	PC_PCplus4_inst.dut2.pc_out[2]	8.57
## report_power, final
part           leakage [nW]  internal [mW]  switching, mW  total, mW
sequential            0.550          0.154              0      0.154
combinational          1.73       0.000321        0.00123    0.00155
clock                0.0655         0.0849         0.0571      0.142
## kinds of logic after synthesis
logic type | count (synthesis)
simple gates | 233
compound gates | 217
buf+inv | 83
flops | 36
latches | 32
fa+ha+maj | 24
xor+xnor | 23
mux | 7
other cells | 1
## layout make-up
cell class                 instances  area share [%]
multi-input combinational        536            58.9
clock buffer                       7            2.23
clock inverter                     1          0.0632
inverter                          28            1.77
sequential                        68            26.0
timing repair buffer              48            7.46
tap                              172            3.62
## stage by stage
| stage | utilization, % | instance area, sq um | cells | hold slack [ns] |
|---|---|---|---|---|
| finish | 46.9 | 5940 | 860 | 0.810 |
| global route | 46.9 | 5940 | 860 | 0.851 |
| CTS | 46.9 | 5940 | 860 | 0.805 |
| detailed placement | 45.8 | 5800 | 852 | 0.787 |
| global placement | 45.8 | 5800 | 852 | 0.795 |
| floorplan | - | 5350 | 687 | 0.637 |
## routing by layer
layer	wire length [microns]	global-route usage, %	vias up	part of all wire [%]
li1	-	-	2546	-
met1	8230	43.9	2505	44
met2	8150	42.7	282	43
met3	1560	6.13	56	8.3
met4	854	11.4	0	4.5
met5	0	0	-	0
## critical path, stage by stage, from the launching register on
cell and delay (ns):
dfrtp_1 0.61, clkinv_1 0.34, ha_1 0.28, mux2i_1 0.64, nor2_1 0.36, inv_1 0.37
ha_2 0.33, buf_4 0.50, inv_1 0.39, o211ai_1 0.41, inv_1 0.20, ha_1 0.26
fa_1 0.42, nor2b_1 0.16, o21ai_0 0.26, nand2_1 0.60, a21oi_1 0.17, or4_1 0.49
nand3_1 0.12, dlxtn_1 0.36, clkdlybuf4s50_1 0.45
## state kept, by name (all words and copies together), names as in the netlist
register                     flops
alu_inst.ALUResult              32
PC_PCplus4_inst.dut2.pc_out      4
register_file_inst.register     32
No activity file was given, so power comes from the tool's default toggle rates.
